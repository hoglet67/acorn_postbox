==> ./design.v <==
module postcode
#(
	parameter TIMER_MAX = (15*2)-1
)
(
	input refclk,							 
	input testreq,							 
	output testack,						 
	output [7:0] rxout,					 
	input rxready,							 
	output rxstrobe,						 
	input [7:0] txin,						 
	input tx_pending						 
);
	reg testack_int;
	assign testack = (testreq & testack_int);
	reg[7:0] timer;
	wire timer_expired = (timer == TIMER_MAX);
	always @(posedge refclk or posedge testreq) begin
		if (testreq) begin
			timer <= 8'b0;
		end else begin
			if (timer <= TIMER_MAX) begin
				timer <= timer + 8'd1;
			end
		end
	end
	reg[4:0] state;
	localparam S_INITIAL		= 5'd0;		 
	localparam S_SHIFTONE	= 5'd1;		 
	localparam S_SHIFTZERO	= 5'd2;		 
	localparam S_OUTPUTPOLL	= 5'd3;		 
	localparam S_INPUTPOLL	= 5'd4;		 
	localparam S_INPUT_BIT7	= 5'd5;		 
	localparam S_INPUT_BIT6	= 5'd6;
	localparam S_INPUT_BIT5	= 5'd7;
	localparam S_INPUT_BIT4	= 5'd8;
	localparam S_INPUT_BIT3	= 5'd9;
	localparam S_INPUT_BIT2	= 5'd10;
	localparam S_INPUT_BIT1	= 5'd11;
	localparam S_INPUT_BIT0	= 5'd12;
	reg[7:0] txshift;
	wire tx_ready = tx_pending;
	wire tx_done;
	assign tx_done = (state == S_INPUT_BIT0) & testreq;
	reg[7:0] rxshift;
	wire rx_ready = rxready;
	assign rxout = rxshift;
	assign rxstrobe = tx_done;
	always @(posedge timer_expired) begin
		if (state == S_SHIFTONE) begin
			rxshift <= {rxshift[6:0], 1'b1};
		end else if (state == S_SHIFTZERO) begin
			rxshift <= {rxshift[6:0], 1'b0};
		end else begin
			rxshift <= rxshift;
		end
	end
	reg timer_expired_d;
	always @(posedge refclk) begin
		timer_expired_d <= timer_expired;
	end
	always @(posedge testreq or posedge timer_expired_d) begin
		if (timer_expired_d) begin
			state <= S_INITIAL;
		end else begin
			case (state)
				S_INITIAL:		begin
										testack_int <= 1'b1;
										state <= S_SHIFTONE;
									end
				S_SHIFTONE:		begin
										testack_int <= 1'b1;
										state <= S_SHIFTZERO;
									end
				S_SHIFTZERO:	begin
										testack_int <= rx_ready;
										state <= S_OUTPUTPOLL;
									end
				S_OUTPUTPOLL:	begin
										testack_int <= tx_ready;
										state <= S_INPUTPOLL;
									end
				S_INPUTPOLL:	begin
										txshift <= txin;
										if (!testack_int) begin
											testack_int <= tx_ready;
											state <= S_INPUTPOLL;
										end else begin
											testack_int <= txin[7];
											state <= S_INPUT_BIT7;
										end
									end
				S_INPUT_BIT7:	begin
										testack_int <= txshift[6];
										state <= S_INPUT_BIT6;
									end
				S_INPUT_BIT6:	begin
										testack_int <= txshift[5];
										state <= S_INPUT_BIT5;
									end
				S_INPUT_BIT5:	begin
										testack_int <= txshift[4];
										state <= S_INPUT_BIT4;
									end
				S_INPUT_BIT4:	begin
										testack_int <= txshift[3];
										state <= S_INPUT_BIT3;
									end
				S_INPUT_BIT3:	begin
										testack_int <= txshift[2];
										state <= S_INPUT_BIT2;
									end
				S_INPUT_BIT2:	begin
										testack_int <= txshift[1];
										state <= S_INPUT_BIT1;
									end
				S_INPUT_BIT1:	begin
										testack_int <= txshift[0];
										state <= S_INPUT_BIT0;
									end
				S_INPUT_BIT0:	begin
										testack_int <= tx_ready;
										state <= S_INPUTPOLL;
									end
				default:			begin
										state <= S_INITIAL;
									end
			endcase
		end	
	end
endmodule
module top(
output DIL_1,
input  DIL_1_GCK,
output DIL_2,
input  DIL_2_GCK,
output DIL_3,
output DIL_22,
output DIL_23,
output DIL_24,
output DIL_25,
output DIL_26,
output DIL_27,
output _PGND1,
output _PGND2
);
  assign _PGND1 = 1'b0;
  assign _PGND2 = 1'b0;
  assign DIL_1 = 1'bZ;
  assign DIL_2 = 1'bZ;
  wire[3:0] lcd_dq;
  wire lcd_rs, lcd_e;
  assign DIL_27 = lcd_dq[3];
  assign DIL_26 = lcd_dq[2];
  assign DIL_25 = lcd_dq[1];
  assign DIL_24 = lcd_dq[0];
  assign DIL_23 = lcd_rs;
  assign DIL_22 = lcd_e;
  wire testack_int;
  assign DIL_3 = testack_int ? 1'b1 : 1'bZ;		 
  wire [7:0] rxdata;
  wire rxready;
  wire rxstrobe;
  postcode p(
			.refclk(DIL_1_GCK),		 
			.testreq(DIL_2_GCK),		 
			.testack(testack_int),	 
			.rxout(rxdata),			 
			.rxready(rxready),		 
			.rxstrobe(rxstrobe),		 
			.txin(8'd0),				 
			.tx_pending(1'b1)			 
			);
	defparam p.TIMER_MAX = (15*12)-1;		 
	reg[7:0] rxlatch;
	reg lcd_e_long;
	wire lcd_e_masked = (!rxdata[0]) & rxstrobe;
	always @(posedge lcd_e_masked) begin
		rxlatch <= rxdata;
	end
	always @(posedge lcd_e_masked or posedge DIL_2_GCK) begin
		if (lcd_e_masked) begin
			lcd_e_long <= 1'b1;
		end else begin
			lcd_e_long <= 1'b0;
		end
	end
	assign lcd_dq = rxlatch[7:4];			 
	assign lcd_rs = rxlatch[3];				 
	assign lcd_e = lcd_e_long;
	localparam LCD_CMD_TMAX = (5000*12);
	reg[15:0] lcd_cmd_timer;
	always @(posedge DIL_1_GCK or posedge lcd_e_long) begin
		if (lcd_e_long) begin
			lcd_cmd_timer <= 0;
		end else begin
			if (lcd_cmd_timer < LCD_CMD_TMAX) begin
				lcd_cmd_timer <= lcd_cmd_timer + 16'd1;
			end
		end
	end
	assign rxready = (lcd_cmd_timer >= LCD_CMD_TMAX);
endmodule
==> ./run.sh <==
#!/bin/bash
# OpenROAD 26Q1-2900-gdf79404cd8, Yosys 0.63+post, stock flow scripts
make -C /OpenROAD-flow-scripts/flow DESIGN_CONFIG=/design/flow/config.mk WORK_HOME=/design/flow/orfs finish
==> ./config.mk <==
export PLATFORM = sky130hd
export DESIGN_NAME = top
export DESIGN_NICKNAME = top
export VERILOG_FILES = /design/flow/design.v
export SDC_FILE = /design/flow/constraint.sdc
export NUM_CORES = 4
export LEC_CHECK = 1
export CORE_UTILIZATION = 50
==> ./constraint.sdc <==
current_design top

set clk_period 1.7
set clk_io_pct 0.2

create_clock -name clk0 -period $clk_period [get_ports {DIL_1_GCK}]
create_clock -name clk1 -period $clk_period [get_ports {DIL_2_GCK}]

set non_clock_inputs [all_inputs -no_clocks]
set_input_delay [expr $clk_period * $clk_io_pct] -clock clk0 $non_clock_inputs
set_output_delay [expr $clk_period * $clk_io_pct] -clock clk0 [all_outputs]
==> flow_metrics.py <==
# Auto-generated metrics
metrics = {
    "place": {
        "dp_hpwl_um": 2082,
        "place.gp.congestion": 0.7906,
        "port_buffers": 6,
        "pre_cts_ws_ns": 0.03450,
        "dp_cells": 220,
    },
    "final_timing": {
        "rsz0062_at_grt": "no",
        "fin_ws_ns": 0.05831,
        "unclocked_pins": 8,
        "finalHoldViolations": 1,
        "hold_slack_ns": -0.01103,
        "max_slew_margin": 0.6080,
        "tns_ns": 0,
        "setup_viol": 0,
        "skew_ns": 0.003682,
        "unconstrained_endpoints": 20,
        "slew_violations": 0,
        "worst_pin_slew_ns": 0.5873,
    },
    "power": {
        "p_leak_nw": 1.219,
        "power_mw": 2.327,
        "ir_worst_vdd_v": 0.0005637,
        "power.density_mw_per_mm2": 921.5,
    },
    "flow_run": {
        "maxCapViolations": 0,
        "warnings": 28,
    },
    "grt": {
        "grt_use_met2": 0.2398,
        "grtUsageMet3": 0.06469,
        "busiest_layer": "met1",
        "met1_usage": 0.2732,
        "antenna_found_initial": 0,
        "grt_max_degree": 17,
        "grt_pass1_vias": 1422,
        "grt.overflow.total": 0,
        "track_usage": 0.1814,
        "grt_pass1_wl_um": 5740,
    },
    "clock_network": {
        "cts_tree": "done",
        "path_clk_slew_ns": 0.08,
    },
    "synthesis": {
        "ys_cells": 160,
        "ys_area_mm2": 0.002061,
        "avgSynthCellArea_um2": 12.88,
        "netlist.area_leader.share": 0.4372,
        "area_leaders": "dfrtp_1, edfxtp_1, xnor2_1, dfxtp_1, o2111ai_1",
        "synth.yosys.seq_area_share": 0.6472,
        "synth_flop_count": 53,
        "syn_area_mm2": 0.002061,
        "synthCells": 160,
        "yosysTopAreaCell": "dfrtp_1",
        "yosysUniqueCellTypes": 38,
        "ys_warn_count": 5,
    },
    "finish": {
        "stdcell_count": 254,
        "fin_util": 0.6647,
        "area_delta_synth_final_pct": 22.53,
        "n_fill_cell": 280,
        "drive_gt1_frac": 0.1796,
    },
    "detailed_routing": {
        "diodes": 0,
        "vias": 1287,
        "first_iter_violations": 86,
        "dr.pass1.iters": 4,
        "post_drt_wl_per_cell_um": 12.79,
        "vias_per_cell": 5.067,
        "ant_nets": 0,
        "routed_wirelength_um": 3248,
        "drc": 0,
    },
    "die": {
        "core_area_mm2": 0.003799,
        "fp-utilization": 0.5425,
        "num_rows": 22,
        "die-area_mm2": 0.004382,
        "ios": 13,
        "chipWidth_um": 66.20,
        "die_h_um": 66.20,
    },
    "worst_setup_path": {
        "cp_max_fo": 2,
        "critPathKind": "reg -> out",
        "worstPathRequired_ns": 1.36,
        "cpLargestDelayFamily": "flip-flops",
        "critPathMaxStageDelay_ns": 0.53,
        "endpoint_kind": "output pin",
        "startpoint_type": "register",
        "slowest_stage": "dfstp_2",
        "worstPathArrival_ns": 1.30,
        "path_cells": "buf_2",
        "worst-path-buf-inv": 1,
    },
    "run_status": {
        "violations": "negative hold slack",
        "status": "complete, but fails checks",
    },
    "hold_path": {
        "hp-class": "reg -> gate",
    },
}
[final timing paths]
path | depth (start not counted) | start | end | slack (ns)
worst min-delay path | 0 | p.state[3] | clock gate | -0.01
max in group gated | 0 | p.state[3] | clock gate | 0.81
worst min register to register | 1 | p.timer_expired_d | p.testack_int | 0.14
min in group clk1 | 1 | p.timer_expired_d | p.testack_int | 0.14
min in group clk0 | 1 | lcd_cmd_timer[15] | lcd_cmd_timer[15] | 0.48
min in group asynchronous | 2 | p.timer_expired_d | p.state[10] | 0.37
worst max register to register | 5 | lcd_cmd_timer[5] | lcd_cmd_timer[13] | 0.13
max in group asynchronous | 2 | lcd_e_long | lcd_cmd_timer[12] | 0.45
worst max-delay path | 1 | lcd_e_long | DIL_22 | 0.06
max in group clk1 | 2 | p.state[5] | p.testack_int | 0.27
[layout make-up]
class | count | area, µm² | share of cell area
clock inverter | 15 | 60.06 | 0.02379
multi-input combinational | 97 | 663.1 | 0.2626
timing repair buffer | 16 | 131.4 | 0.05203
inverter | 6 | 22.52 | 0.008920
tap | 48 | 60.06 | 0.02379
sequential | 53 | 1336 | 0.5292
clock buffer | 19 | 251.5 | 0.09960
[synth_stat cells]
| library cell | instances |
|---|---|
| and2_1 | 1 |
| nand4_1 | 4 |
| o21ai_1 | 1 |
| xnor2_1 | 18 |
| o211a_1 | 1 |
| and3_1 | 3 |
| inv_1 | 8 |
| or2_2 | 1 |
| nand2b_1 | 2 |
| dfrtp_1 | 36 |
| and3_2 | 1 |
| o2111ai_1 | 7 |
| a31oi_1 | 1 |
| dfstp_2 | 2 |
| o21bai_1 | 3 |
| a41o_1 | 1 |
| nand2_1 | 6 |
| conb_1 | 2 |
| o311ai_0 | 1 |
| a211oi_2 | 1 |
| buf_4 | 5 |
| xor2_1 | 2 |
| nor2_1 | 6 |
| clkbuf_1 | 1 |
| nor3_1 | 1 |
| ha_1 | 3 |
| buf_6 | 1 |
| nand3_1 | 5 |
| a211o_1 | 1 |
| nor2b_1 | 7 |
| dfxtp_1 | 7 |
| a21o_1 | 1 |
| mux2_2 | 1 |
| o21ai_0 | 6 |
| nand3b_1 | 1 |
| or4_1 | 2 |
| edfxtp_1 | 8 |
| nor4_1 | 2 |
[kinds of logic (layout without fill, tap and decap cells)]
| group | count (synthesis) | count (layout) | synth area share |
|---|---|---|---|
| other | 2 | 7 | 0.003644 |
| DFF | 53 | 53 | 0.6472 |
| AOI/OAI and AO/OA | 24 | 24 | 0.08865 |
| and+or+nand+nor | 42 | 42 | 0.1117 |
| xor gates and xnor gates | 20 | 20 | 0.08500 |
| muxes | 1 | 1 | 0.005464 |
| adders and majority gates | 3 | 3 | 0.01822 |
| buffers and inverters | 15 | 56 | 0.04007 |
[metrics by stage]
stage / instance area, µm² / hold slack (ns)
global route: 2525 / 0.03542
detailed placement: 2207 / -0.4837
CTS: 2520 / 0.01195
global placement: 2207 / -0.4913
floorplan: 2079 / -0.5204
finish: 2525 / -0.01103
[per-layer routing]
| layer | up-vias | routed length (µm) |
|---|---|---|
| li1 | 636 | - |
| met1 | 604 | 1584 |
| met2 | 40 | 1410 |
| met3 | 7 | 180 |
| met4 | 0 | 72 |
| met5 | - | 0 |
[power by group]
group          internal (mW)  switching (mW)  leakage, nW
combinational        0.00530          0.0160        0.372
sequential              1.01         0.00911        0.618
clock                  0.763           0.524        0.229
[cell usage in the layout (no fill, tap or decap), drive strengths merged, types with 5 or more instances in the layout]
cell and n:
dfrtp 36, inv 20, clkbuf 19, xnor2 18
buf 10, edfxtp 8, o2111ai 7, nor2b 7
conb 7, o21ai 7, dfxtp 7, nand2 6
nor2 6, nand3 5
[registers in the layout, summed over array words and instances, names as in the netlist]
name and cells:
lcd_cmd_timer 16, p.state 13, p.timer_expired_d 1, lcd_e_long 1, p.rxshift 8, p.timer 8, rxlatch 5, p.testack_int 1
[what timing repair did]
item                                    in CTS  in global routing
endpoints found under the hold margin       12                  0
hold buffers                                 1                  0
endpoints found under the setup margin       6                  3
setup buffers                                1                  0
gates resized                               10                  4
Power and IR drop assume default switching activity.
